==> /design/flow/design.v <==
`timescale 1ns / 1ps
module InstMem(input [7:0] addr, output wire [31:0] instruction);
    reg [31:0] memory [63:0];
    assign instruction = memory[addr >> 2];
    initial 
    begin
        memory[0] = 32'h00007033;  
        memory[1] = 32'h00100093;  
        memory[2] = 32'h00200113;  
        memory[3] = 32'h00308193;  
        memory[4] = 32'h00408213;  
        memory[5] = 32'h00510293;  
        memory[6] = 32'h00610313;  
        memory[7] = 32'h00718393;  
        memory[8] = 32'h00208433;  
        memory[9] = 32'h404404b3;  
        memory[10] = 32'h00317533;  
        memory[11] = 32'h0041e5b3;  
        memory[12] = 32'h0041a633;  
        memory[13] = 32'h007346b3;  
        memory[14] = 32'h4d34f713;  
        memory[15] = 32'h8d35e793;  
        memory[16] = 32'h4d26a813;  
        memory[17] = 32'h4d244893;  
        memory[18] = 32'h02b02823;  
        memory[19] = 32'h03002603;  
    end
endmodule
==> /design/flow/run.sh <==
#!/bin/bash
# OpenROAD 26Q1-2900-gdf79404cd8, Yosys 0.63+post, stock flow scripts
make -C /OpenROAD-flow-scripts/flow DESIGN_CONFIG=/design/flow/config.mk WORK_HOME=/design/flow/orfs finish
==> /design/flow/config.mk <==
export PLATFORM = sky130hd
export DESIGN_NAME = InstMem
export DESIGN_NICKNAME = InstMem
export VERILOG_FILES = /design/flow/design.v
export SDC_FILE = /design/flow/constraint.sdc
export NUM_CORES = 4
export LEC_CHECK = 1
export CORE_AREA = 10 10 70 70
export DIE_AREA = 0 0 80 80
==> /design/flow/constraint.sdc <==
current_design InstMem

set clk_period 2.0
set clk_io_pct 0.2

create_clock -name clk0 -period $clk_period

set non_clock_inputs [all_inputs -no_clocks]
set_input_delay [expr $clk_period * $clk_io_pct] -clock clk0 $non_clock_inputs
set_output_delay [expr $clk_period * $clk_io_pct] -clock clk0 [all_outputs]
==> flow_metrics.env <==
# source this file to load flow results
export IMPL_dp_hpwl_um=1640
export IMPL_die_h_um=80
export IMPL_n_fill_cell=354
export IMPL_required_ns=1.60
export IMPL_drtIter0Drc=9
export IMPL_layout_setup_ws_ns=0.0859
export IMPL_start_kind="primary input"
export IMPL_ys_sh_mux_pct=5.16
export IMPL_p_leak_nw=0.540
export IMPL_worst_endpoint_arrival_ns=1.51
export IMPL_cp_depth=7
export IMPL_post_drt_wl_per_cell_um=12.7
export IMPL_endpoint_kind="primary output"
export IMPL_die_x_um=80
export IMPL_p_per_area_mw_per_mm2=195
export IMPL_warnings=41
export IMPL_rsz0062_at_grt="no"
export IMPL_adder_share_pct=12.9
export IMPL_core_mm2=0.00342
export IMPL_drtAntennaViolNets=0
export IMPL_ir_drop_v=0.0000900
export IMPL_slew_viol_final=0
export IMPL_fmax_mhz=522
export IMPL_ys_area_um2=582
export IMPL_worst_setup_path_type="in2out"
export IMPL_routed_wl_um=2240
export IMPL_clkbuf_count=0
export IMPL_whs_path_depth=5
export IMPL_crit_buf_inv=4
export IMPL_power_frac_clock_pct=0
export IMPL_ff_count=0
export IMPL_die_area_mm2=0.00640
export IMPL_postPlaceCellArea_um2=951
export IMPL_pre_cts_ws_ns=-0.608
export IMPL_grt_pass1_vias=775
export IMPL_syn_cell_area_um2=582
export IMPL_ios=40
export IMPL_n_antenna_cell=0
export IMPL_drive_gt1_share_pct=40.8
export IMPL_switching_power_uw=90.3
export IMPL_viasPerCell=4.02
export IMPL_synth_logic_top_family="AND-OR/OR-AND gates"
export IMPL_drt_pass1_iterations=4
export IMPL_grt_total_usage_pct=6.79
export IMPL_globalplace_congestion=0.801
export IMPL_grt_max_degree=15
export IMPL_fin_area_mm2=0.00112
export IMPL_port_buffers=29
export IMPL_fp_util_pct=17.0
export IMPL_cp_max_fo=8
export IMPL_status="complete, no violations"
export IMPL_internal_power_uw=128
export IMPL_yosysWarnings=1
export IMPL_hold_path_class="in2out"
export IMPL_grt_pass1_wl_um=3680
export IMPL_vias=708
export IMPL_syn_to_final_growth_pct=92.5
export IMPL_aoi_share_pct=29.9
export IMPL_antenna_found_initial=0
export IMPL_critPathMaxStageDelay_ns=0.24
export IMPL_post_route_min_period_ns=1.91
export IMPL_syn_instance_count=85
export IMPL_crit_family="buffers and inverters"
export IMPL_crit_chain="dlygate4sd2_1 -> buf_6 -> buf_4 -> mux2i_2 -> a211oi_2 -> a21oi_1 -> dlygate4sd2_1"
export IMPL_drc_errors=0
export IMPL_regArea_um2=0
export IMPL_cp_common_cell="dlygate4sd2_1"
export IMPL_hold_viol=0
export IMPL_ys_sh_simple_pct=23.7
export IMPL_xor_share_pct=0
export IMPL_p_comb_share_pct=100.0
export IMPL_syn_avg_cell_area_um2=6.84
export IMPL_seqPwrFrac_pct=0
export IMPL_yosys_cells=85
export IMPL_switching_share_pct=41.3
export IMPL_slowest_stage="dlygate4sd2_1"
export IMPL_finalClockPeriodUsage_pct=95.7
export IMPL_synth_seq_area_share_pct=0
export IMPL_setup_violations=0
export IMPL_grt_overflow_total=0
export IMPL_num_rows=21
export IMPL_ys_types=27
export IMPL_area_combinational_um2=528
export IMPL_cap_violations=0
-- stage by stage --
stage          total power, mW  hold slack (ns)  TNS, ns  instances  util [%]
5_1_grt                  0.242             1.33        0        176      32.8
2_1_floorplan           0.0945            0.881        0         91         -
4_1_cts                  0.217             1.41  -0.0230        176      32.9
6_report                 0.219             1.28        0        176      32.8
3_3_place_gp             0.196             1.88    -9.55        165      27.8
3_5_place_dp             0.197             1.88    -9.63        165      27.8
-- repair_timing --
| action | CTS | global route |
|---|---|---|
| setup buffers | 11 | 0 |
| gates resized | 51 | 13 |
| setup endpoints to repair | 24 | 9 |
| pin swaps | 6 | 4 |
| hold buffers | 0 | 0 |
-- final cells by class --
class / instances / area share [%]
repair buffers: 54 / 45.4
inverters: 7 / 2.35
well taps: 46 / 5.14
multi-input cells: 69 / 47.2
-- worst min-delay path, stage by stage --
cell and delay (ns):
clkbuf_2 0.10, buf_12 0.13, nand2_1 0.09, o21ai_1 0.06, clkbuf_2 0.09
-- power groups by stage --
stage                 registers, mW  clock network (mW)  logic (mW)
after CTS                         0                   0       0.217
after global routing              0                   0       0.242
final                             0                   0       0.219
-- worst paths after layout --
check	end	from	slack (ns)
max	instruction[21]	addr[4]	0.09
min	instruction[18]	addr[5]	1.28
-- logic make-up after synthesis --
kind of cell / count (synthesis)
AND-OR/OR-AND: 26
AND/OR/NAND/NOR: 26
buffers and inverters: 22
adder cells (fa/ha/maj): 6
multiplexers: 3
other: 2
-- cell usage after synthesis --
cell	instances	share of area [%]
and3b_1	1	1.5
and3_1	1	1.1
o21ai_1	6	5.2
a21oi_1	11	9.5
nand2_1	9	5.8
buf_6	5	9.7
and2b_4	1	1.7
a22oi_1	1	1.3
a2bb2oi_1	1	1.5
nor2b_1	3	3.2
buf_4	10	13
a211oi_1	1	1.3
nand3_1	1	0.86
inv_1	5	3.2
ha_1	6	13
o311ai_2	1	2.8
nand2_2	1	1.1
a32o_1	1	1.7
mux2i_1	3	5.2
nor2_1	6	3.9
o32ai_1	1	1.5
and2b_1	2	2.6
o21ai_0	1	0.86
conb_1	2	1.3
nor2_4	1	1.9
o31ai_2	2	4.3
inv_2	2	1.3
-- cell usage in the layout (no fill, tap or decap), types with 3 or more instances in the layout --
| cell type | count |
|---|---|
| clkbuf_2 | 3 |
| buf_12 | 4 |
| buf_2 | 3 |
| buf_4 | 14 |
| clkdlybuf4s50_1 | 8 |
| inv_1 | 4 |
| nand2_1 | 9 |
| nor2_1 | 6 |
| a21oi_1 | 9 |
| ha_4 | 4 |
| buf_6 | 8 |
| conb_1 | 8 |
| inv_2 | 3 |
| dlygate4sd2_1 | 14 |
| o21ai_1 | 6 |
-- per-layer routing --
layer / up-vias / track usage, % / share of wire, %
met5: - / 0 / 0
met4: 0 / 0 / 0.45
met3: 2 / 1.82 / 6.2
met2: 17 / 13.2 / 51
met1: 323 / 7.51 / 42
li1: 366 / - / -
Power and IR drop assume default switching activity.
