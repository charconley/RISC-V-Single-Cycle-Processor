<file path="./config.mk">
export PLATFORM = sky130hd
export DESIGN_NAME = ALU
export DESIGN_NICKNAME = ALU
export VERILOG_FILES = /design/flow/design.v
export SDC_FILE = /design/flow/constraint.sdc
export NUM_CORES = 4
export LEC_CHECK = 1
export CORE_UTILIZATION = 30
</file>
<file path="./constraint.sdc">
current_design ALU

set clk_period 32.9
set clk_io_pct 0.2

create_clock -name clk0 -period $clk_period

set non_clock_inputs [all_inputs -no_clocks]
set_input_delay [expr $clk_period * $clk_io_pct] -clock clk0 $non_clock_inputs
set_output_delay [expr $clk_period * $clk_io_pct] -clock clk0 [all_outputs]
</file>
<file path="./design.v">
`timescale 1ns / 1ps
module ALU(A_in, B_in, ALU_ctrl, ALU_out, carry_out, zero, overflow);
    input wire [31:0] A_in;
    input wire [31:0] B_in;
    input wire [3:0] ALU_ctrl;
    output reg [31:0] ALU_out;
    output reg carry_out = 1'b0;
    output reg zero = 1'b0;
    output reg overflow = 1'b0;
    always @(*) begin
        if (ALU_ctrl == 4'b1111) begin  
            if (A_in == B_in)
                ALU_out = 32'b1;
            else
                ALU_out = 32'b0;
        end
        else if (ALU_ctrl == 4'b1100)  
            ALU_out = ~(A_in | B_in);
        else if (ALU_ctrl == 4'b0111) begin  
            if ($signed(A_in) < $signed(B_in))
                ALU_out = 32'b1;
            else
                ALU_out = 32'b0;
        end
        else if (ALU_ctrl == 4'b0110) begin  
            ALU_out = $signed(A_in) - $signed(B_in);
            if ( ($signed(A_in) < 0 && $signed(B_in) > 0) && ALU_out[31] != 1)
                overflow = 1'b1;
            else if ( ($signed(A_in) > 0 && $signed(B_in) <0) && ALU_out[31] != 0)
                overflow = 1'b1;
            else
                overflow = 1'b0;
        end
        else if (ALU_ctrl == 4'b0000)  
            ALU_out = A_in & B_in;
        else if (ALU_ctrl == 4'b0001)  
            ALU_out = A_in | B_in;
        else begin   
            ALU_out = $signed(A_in) + $signed(B_in);
            if (($signed(A_in) > 0 && $signed(B_in) > 0 && $signed(ALU_out) < 0) || ($signed(A_in) < 0 && $signed(B_in) < 0 && $signed(ALU_out) > 0))
                overflow = 1'b1;
            else 
                overflow = 1'b0;
            if (ALU_out < A_in || ALU_out < B_in)
                carry_out = 1'b1;
            else 
                carry_out = 1'b0;
        end
        if (ALU_out == 32'b0)
            zero = 1'b1;
        else
            zero = 1'b0;
    end
endmodule
</file>
<file path="./run.sh">
#!/bin/bash
# OpenROAD 26Q1-2900-gdf79404cd8, Yosys 0.63+post, stock flow scripts
make -C /OpenROAD-flow-scripts/flow DESIGN_CONFIG=/design/flow/config.mk WORK_HOME=/design/flow/orfs finish
</file>
==> flow_metrics.env <==
# yosys + openroad results
export IMPL_ys_ff=2
export IMPL_ys_chip_area_sq_mm=0.008183
export IMPL_worst_ep_required_time_ps=26320
export IMPL_aoi_share=0.3621
export IMPL_worst_ir_drop_vdd_uv=5.630
export IMPL_path_class="in -> out"
export IMPL_min_period_ps=18400
export IMPL_gr_total_overflow=0
export IMPL_wl_per_cell_microns=24.78
export IMPL_final_layout_size_suffix_gt1_frac=0.04430
export IMPL_ys_sh_adder=0.2618
export IMPL_fp_row_count=60
export IMPL_combGateArea_sq_mm=0.007486
export IMPL_cts_hold_fix_buffers=0
export IMPL_via_count=9743
export IMPL_grt_pass1_wl_microns=58370
export IMPL_final_max_slew_viol_count=0
export IMPL_synthArstFlopShare=0
export IMPL_cp_max_fo=13
export IMPL_vias_per_cell=6.070
export IMPL_common_cells="164 x ha_1, 133 x a21oi_1, 98 x inv_1"
export IMPL_dieArea_sq_mm=0.02794
export IMPL_unclocked_regs=2
export IMPL_cts_setup_buffers=0
export IMPL_wl_met2_microns=16440
export IMPL_die_y_microns=167.2
export IMPL_synth_cell_types=93
export IMPL_fin_crit_sh=0.5591
export IMPL_finalSetupViolCount=0
export IMPL_die_w_microns=167.2
export IMPL_outcome="complete, no violations"
export IMPL_unconstrained_endpoints=4
export IMPL_max_cap_viol_count=0
export IMPL_drt_iter0_markers=957
export IMPL_p_total_uw=222.2
export IMPL_hpwl_microns=32240
export IMPL_synthesis_area_sq_mm=0.008183
export IMPL_grt_pass1_vias=9102
export IMPL_wl_microns=39780
export IMPL_utilization=0.3528
export IMPL_highest_layer="met5"
export IMPL_synthSimpleGateAreaFrac=0.2318
export IMPL_yosys_most_used_dff="dlxtn_1"
export IMPL_worstMarginPinSlew_ps=1045
export IMPL_dp_slack_ps=14710
export IMPL_syn_to_final_growth_pct=15.89
export IMPL_synth_largest_area_cell="ha_1"
export IMPL_hp_class="in -> out"
export IMPL_routed_wl_met3_microns=4340
export IMPL_hold_viol=0
export IMPL_arrival_ps=11820
export IMPL_yosys_warnings=1
export IMPL_rsz0062_at_grt="no"
export IMPL_pin_count=103
export IMPL_edf_count=0
export IMPL_fin_ws_ps=14500
export IMPL_end_kind="output port"
export IMPL_drt_pre_antenna_iters=5
export IMPL_seqCellArea_sq_um=30.03
export IMPL_antenna_found_initial=1
export IMPL_io_buffers=103
export IMPL_synthTopLogicFamily="AND-OR/OR-AND gates"
export IMPL_initial_core_util=0.3045
export IMPL_startpoint_type="primary input"
export IMPL_yosys_area_top_type_share=0.2508
export IMPL_avgSynthCellArea_sq_um=6.774
export IMPL_ys_cells=1208
export IMPL_fmax_ghz=0.05436
export IMPL_timing_slew_headroom=0.2972
export IMPL_p_per_area_mw_per_mm2=23.43
export IMPL_grt_util_all_layers=0.2828
export IMPL_detail_route_antenna_nets=0
export IMPL_synthCells=1208
export IMPL_synthTopCellsByArea="ha_1 25%, a21oi_1 8.1%, o21ai_0 5.3%"
export IMPL_fin_tns_setup_ps=0
export IMPL_drc_errors=0
export IMPL_power_leakage_nw=4.049
export IMPL_ctsResizeCount=0
export IMPL_top_cell="ha_1"
export IMPL_warnings=112
export IMPL_synth_xor_area_share=0.05138
export IMPL_routabilityCongestion=1.034
export IMPL_n_fill_cell=2842
export IMPL_grt_max_degree=39
export IMPL_n_antenna_cell=0
export IMPL_core_area_sq_mm=0.02688
export IMPL_routedLengthMet1_microns=16460
export IMPL_synthMuxAreaShare=0.007492
[per-stage QoR]
step	instances	hold slack (ps)	area (sq um)
6_report	1605	14290	9483
3_5_place_dp	1605	14270	9483
5_1_grt	1605	14370	9483
2_1_floorplan	1208	13450	8183
3_3_place_gp	1605	14270	9483
4_1_cts	1605	14270	9483
[flip-flops by register name (all words and copies together) (netlist names)]
name and flops:
carry_out 1, overflow 1
[per-layer routing]
| layer | up-vias | track usage |
|---|---|---|
| met4 | 2 | 0.1568 |
| met5 | - | 0 |
| met1 | 4444 | 0.3849 |
| li1 | 4615 | - |
| met2 | 579 | 0.4113 |
| met3 | 103 | 0.06596 |
[worst paths after layout]
check	start	depth (start not counted)	slack [ps]	endpoint
setup / recovery	A_in[13]	15	14500	zero
hold / removal	ALU_ctrl[0]	5	14290	ALU_out[16]
[cell type report]
cell class                      instances  area share
Inverter                              101     0.03998
Multi-Input combinational cell       1040      0.7894
Sequential cell                         2    0.003167
Tap cell                              341     0.04499
Timing Repair Buffer                  121      0.1224
[critical path, stage by stage]
cell	delay, ps
clkdlybuf4s50_1	580
inv_1	110
ha_1	510
inv_1	330
a21oi_1	230
o31ai_1	450
a21oi_1	250
o2111ai_1	280
and3_1	190
o21ai_0	240
or4_1	560
nor4_1	520
and4b_1	330
nor3b_2	170
clkdlybuf4s50_1	480
[power by group]
part           internal (mW)  total [mW]  switching [mW]  leakage [nW]
Sequential          0.000365    0.000411       0.0000457        0.0163
Combinational         0.0883       0.222           0.133          4.03
Clock                      0           0               0             0
[cells by family after synthesis]
kind of cell,count (synthesis)
AOI/OAI and AO/OA,442
and+or+nand+nor,373
adders and majority gates,171
buffers and inverters,166
xor gates and xnor gates,48
muxes,6
latches,2
[cells in the final DEF, fill, tap and decap left out, types with 14 or more instances in the layout]
master,instances
nor3_1,37
nand2_1,90
a211oi_1,18
a21o_1,29
o22ai_1,15
o31ai_1,18
inv_1,98
buf_4,18
nor2_1,95
nand4_1,29
a21oi_1,133
xnor2_1,42
nor4_1,27
nand2b_1,14
o21ai_0,86
clkdlybuf4s50_1,102
ha_1,164
Power and IR drop assume default switching activity.
