### flow/config.mk
export PLATFORM = sky130hd
export DESIGN_NAME = DataMem
export DESIGN_NICKNAME = DataMem
export VERILOG_FILES = /design/flow/design.v
export SDC_FILE = /design/flow/constraint.sdc
export NUM_CORES = 4
export LEC_CHECK = 1
export CORE_AREA = 10 10 70 70
export DIE_AREA = 0 0 80 80
### flow/constraint.sdc
current_design DataMem

set clk_period 1.0
set clk_io_pct 0.2

create_clock -name clk0 -period $clk_period

set non_clock_inputs [all_inputs -no_clocks]
set_input_delay [expr $clk_period * $clk_io_pct] -clock clk0 $non_clock_inputs
set_output_delay [expr $clk_period * $clk_io_pct] -clock clk0 [all_outputs]
### flow/design.v
`timescale 1ns / 1ps
module DataMem(MemRead, MemWrite, addr, write_data, read_data);
    input MemRead;
    input MemWrite;
    input wire [8:0] addr;
    input wire [31:0] write_data;
    output reg [31:0] read_data;
    reg [31:0] memory [127:0]; 
    always @(MemRead, MemWrite, addr, write_data) begin
        if (MemWrite == 1'b1)
            memory[addr >> 2] = write_data;
        if (MemRead == 1'b1)
            read_data = memory[addr >> 2];
        else if (MemRead == 1'b0)
            read_data = 32'b0;
    end
endmodule
### flow/run.sh
#!/bin/bash
# OpenROAD 26Q1-2900-gdf79404cd8, Yosys 0.63+post, stock flow scripts
make -C /OpenROAD-flow-scripts/flow DESIGN_CONFIG=/design/flow/config.mk WORK_HOME=/design/flow/orfs finish
==> qor.yml <==
status: "finished, final reports clean"
die_area_sq_um: 6400
routedWlPerCell_um: 12.9
die_h_um: 80
hp-class: "input pin to primary output"
hold_viol: 0
final_area_sq_um: 958
maxCapViolCount: 0
fmax_mhz: 1030
cp-endpoint: "read_data[9]"
ys_seq_share: 0
die_w_um: 80
dpl-instance-area_sq_um: 968
path_depth: 4
p_leak_nw: 0.518
drive_gt1_frac: 0.584
ant_nets: 0
final_core_util: 0.281
grtUsageTotal: 0.0568
fin_crit_ns: 0.969
drc: 0
slew_viol_final: 0
max_slew.worst_pin.slew_ns: 0.0851
path_buffers: 3
viasPerCell: 3.19
grt-ovfl-total: 0
antenna_found_initial: 0
cp-start-kind: "input pin"
max_stage_delay_ns: 0.16
area_delta_synth_final_pct: 275
detailed_place_hpwl_um: 1490
syn-cell-area_sq_um: 255
holdPathStages: 3
final_cell_mix: "and2_4 (32), dlygate4sd2_1 (32), buf_2 (17), clkdlybuf4s15_1 (10), buf_6 (6)"
ys_cells: 35
ys_types: 2
grt_pass1_vias: 556
fp-utilization: 0.0747
finalNonFillerCells: 147
crit_required_ns: 0.80
crit_slowest_cell: "clkdlybuf4s15_1"
diodes: 0
synthCells: 35
gp_congestion: 0.783
ys_area_sq_um: 255
finalClockPeriodUsage: 0.969
vias: 469
vdd_drop_max_uv: 107
path_max_fanout: 10
cp_data_arrival_time_ns: 0.77
dr.pass1.iters: 2
io_pins: 75
clock_buffers: 0
crit_start: "MemRead"
first_iter_violations: 3
grt_max_degree: 9
postSynthAreaPerCell_sq_um: 7.29
rsz0062_at_grt: "no"
yosys_warnings: 2
ff_count: 0
comb_area_sq_um: 280
warnings: 43
numPortBuffers: 65
fp-row-count: 21
grt_pass1_wl_um: 2990
finalSetupViolations: 0
fill_cells: 378
crit_path_end_kind: "primary output"
regArea_sq_um: 0
core_area_sq_um: 3420
slew_headroom: 0.943
place_inst: 144
crit_family: "buffers and inverters"
power_density_nw_per_um2: 332
path_cells: "buf_12 > buf_16 > and2_4 > clkdlybuf4s15_1"
totalWireLength_um: 1890
worst-setup-path-type: "input pin to primary output"
-- power breakdown --
part,internal (mW),switching (mW)
clock,0,0
combinational,0.246,0.0716
sequential,0,0
-- final cells by class --
class                      instances  area share
timing repair buffer              69       0.648
multi-input combinational         32       0.292
tap                               46      0.0601
-- synth_stat cells --
cell type,number,area share
clkbuf_2,3,0.059
and2_2,32,0.94
-- metrics by stage --
stage	TNS (ns)	power [mW]	hold WS [ns]	worst slack, ns
final	0	0.318	0.737	0.0312
after global routing	0	0.352	0.764	0.00882
after CTS	-0.0204	0.364	0.791	-0.00796
after detailed placement	-21.82	0.326	1.37	-0.698
after global placement	-21.56	0.325	1.37	-0.692
after floorplan	0	0.0561	0.491	0.330
-- repair_timing --
| action | in CTS | in global routing |
|---|---|---|
| resized | 168 | 0 |
| hold buffers | 0 | 0 |
| gates cloned | 3 | 0 |
| setup endpoints to repair | 32 | 18 |
| pin swaps | 4 | 0 |
| buffers inserted | 3 | 0 |
-- cells by family (layout without fill, tap and decap cells) --
group | Yosys count | after routing | synth area share
buf+inv | 3 | 69 | 0.0588
simple gates | 32 | 32 | 0.941
-- worst min path at each step --
| stage | start | to | slack (ns) |
|---|---|---|---|
| CTS | write_data[17] | read_data[17] | 0.79 |
| global route | MemRead | read_data[26] | 0.76 |
| finish | MemRead | read_data[26] | 0.74 |
-- per-layer routing --
metal  track usage  share of wire  up-vias
met5             0              0        -
met2        0.0939           0.46       36
met4             0              0        0
met1        0.0719           0.41      198
met3        0.0227           0.13        0
li1              -              -      235
Power is estimated from default activity; no workload was simulated.
